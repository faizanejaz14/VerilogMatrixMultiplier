[design/flow/run.sh]
#!/bin/bash
# OpenROAD 26Q1-2900-gdf79404cd8, Yosys 0.63+post, stock flow scripts
make -C /OpenROAD-flow-scripts/flow DESIGN_CONFIG=/design/flow/config.mk WORK_HOME=/design/flow/orfs finish
[design/flow/config.mk]
export PLATFORM = sky130hd
export DESIGN_NAME = clk_div
export DESIGN_NICKNAME = clk_div
export VERILOG_FILES = /design/flow/design.v
export SDC_FILE = /design/flow/constraint.sdc
export NUM_CORES = 4
export LEC_CHECK = 1
export CORE_UTILIZATION = 30
[design/flow/constraint.sdc]
current_design clk_div

set clk_period 5.2
set clk_io_pct 0.2

create_clock -name clk0 -period $clk_period [get_ports {clk}]

set non_clock_inputs [all_inputs -no_clocks]
set_input_delay [expr $clk_period * $clk_io_pct] -clock clk0 $non_clock_inputs
set_output_delay [expr $clk_period * $clk_io_pct] -clock clk0 [all_outputs]
[design/flow/design.v]
`timescale 1ns / 1ps
module clk_div(input clk, 
					output reg slow_clk); 
	reg [26:0] counter = 0; 
	parameter DIV = 1; 
	parameter cycles = 100_000_000/DIV; 
	always @ (posedge clk) begin 
		counter <= (counter < cycles - 1) ? counter + 27'b1 : 27'b0; 
		slow_clk <= (counter < cycles/2) ? 1'b1 : 1'b0; 
	end 
endmodule
==> run_results.csv <==
group,metric,value,unit
clock_tree,cts_buffer_depth,2,
final_layout,seq_area,560.5,um^2
grt,grt-busiest-layer,"met1",
grt,grtUsageMet3,1.997,%
final_layout,layout_top_cells,"dfxtp_1 (28), nor3_1 (16), a211oi_1 (13)",
placement,dp_slack,3.073,ns
sta,period_used_share,41.92,%
worst_setup_path,crit_path_end_kind,"flip-flop",
route,drc,0,
logic_synthesis,yosys_warnings,1,
route,num_antenna_cells,0,
placement,placed_cell_area,1500,um^2
min_path,hp-start,"counter[0]",
worst_setup_path,r2r-end,"counter[26]",
worst_setup_path,worstPathArrival,2.37,ns
grt,antenna_found_initial,0,
route,ant_nets,0,
final_layout,final_core_util,35.12,%
grt,met2_usage,17.14,%
worst_setup_path,ff2ff_path_depth,5,
logic_synthesis,synth_area,1441,um^2
logic_synthesis,synth_cells,164,
power,clkPwrFrac,44.5,%
job,warnings,25,
grt,grt-ovfl-total,0,
clock_tree,clock_latency,0.28,ns
floorplan,placeableCoreArea,4474,um^2
clock_tree,htreeDepth,1,
logic_synthesis,yosysChipArea,1441,um^2
clock_tree,root_buffer,"clkbuf_8",
sta,worst_slew_pin_slew,0.7418,ns
final_layout,layout_top_cell,"dfxtp_1",
power,power_frac_comb,0,%
logic_synthesis,edf_count,0,
final_layout,final_area,1572,um^2
route,viasPerCell,5.746,
worst_setup_path,required,5.39,ns
floorplan,fp.dieW,71.32,um
sta,slew_headroom,50.55,%
min_path,holdPathEnd,"counter[0]",
floorplan,dieArea,5086,um^2
floorplan,rows,24,
logic_synthesis,ys_seq_share,38.89,%
placement,dp.cells,209,
route,vias,1224,
power,power.static_leakage,0.6178,nW
sta,skew,0.007518,ns
logic_synthesis,synthArstFlopShare,0,%
clock_tree,cts_setup_buffers,0,
grt,grt_max_degree,20,
final_layout,multiInputGateArea,842.1,um^2
power,peakVddDrop,0.1338,mV
grt,grt_use_total,12.19,%
clock_tree,cts_sinks,28,
worst_setup_path,regToRegSetupSlack,3.02,ns
route,drt_iter0_markers,68,
sta,setup_slack,3.020,ns
clock_tree,holdBufCountCts,0,
grt,grt_pass1_vias,1002,
route,drt-pass1-iter-count,22,
logic_synthesis,netlist_top_cells_area,"dfxtp_1 (39%), a211oi_1 (6.8%), nor3_1 (5.6%)",
final_layout,area_growth,9.028,%
grt,grt_first_pass_wirelength,4974,um
clock_tree,cts_tree,"yes",
grt,grtUsageMet1,20.97,%
sta,grt_setup_unrepaired,"no",
placement,hpwl,2048,um
power,seqPwrFrac,55.5,%
sta,finalSetupTns,0,ns
clock_tree,clk_pin_slew,0.10,ns
sta,layout_min_cycle_time,2.180,ns
logic_synthesis,synth-seq-cells,28,
logic_synthesis,yosys.cell_types.count,34,
min_path,hp-class,"flip-flop to flip-flop",
clock_tree,cts_resized,0,
final_layout,fin_cells,213,
floorplan,io_pins,2,
worst_setup_path,crit_start,"counter[0]",
power,power.switching,0.00006853,W
job,max_cap_viol_count,0,
logic_synthesis,synth.avg_cell_area,8.789,um^2
clock_tree,cts_inserted_buffers,3,
sta,finalHoldViolCount,0,
logic_synthesis,ff_type,"dfxtp_1",
floorplan,fp_util,32.21,%
outcome,outcome,"finished clean",
worst_setup_path,setup.worst_path.start_class,"flip-flop",
route,avgRoutedWirePerCell,13.80,um
worst_setup_path,critPathMaxFanout,6,
sta,final_max_slew_viol_count,0,
power,power_per_cell_area,245.5,nW/um^2
sta,max_freq,0.4587,GHz
logic_synthesis,ys_cells,164,
sta,setup_viol,0,
min_path,min_delay_path_depth,1,
route,finalWirelength,2939,um
logic_synthesis,top_area_cell,"dfxtp_1",
floorplan,die_h,71.32,um
power,swShare,17.76,%
placement,port_buffers,1,
power,internal_power,0.0003173,W
logic_synthesis,top_area_share,38.89,%
final_layout,fillCellCount,455,
worst_setup_path,r2r_start,"counter[0]",
placement,gp_congestion,0.7826,
final_layout,drive_gt1_share,9.317,%
worst_setup_path,crit_type,"flip-flop to flip-flop",
## through the flow
| stage | hold WS, ns | total power [W] |
|---|---|---|
| CTS | 0.4896 | 0.0003897 |
| global placement | 0.4578 | 0.0002192 |
| finish | 0.4883 | 0.0003859 |
| global route | 0.5265 | 0.0003978 |
| detailed placement | 0.4717 | 0.0002192 |
| floorplan | 0.4442 | 0.0002192 |
## worst max-delay path by stage
| stage | endpoint | cells after the start |
|---|---|---|
| 4_1_cts | counter[26] | 5 |
| 5_1_grt | counter[26] | 5 |
| 6_report | counter[26] | 5 |
## registers in the layout, summed over array words and instances (netlist names)
| register | cells |
|---|---|
| counter | 27 |
| slow_clk | 1 |
## cell usage after synthesis, types with 2 or more instances
| master | count |
|---|---|
| or3_1 | 6 |
| nor2_1 | 2 |
| o31ai_1 | 5 |
| and4_1 | 4 |
| nor4_1 | 3 |
| dfxtp_1 | 28 |
| nor3_1 | 16 |
| nand3_1 | 11 |
| nand4_1 | 11 |
| a21oi_1 | 2 |
| or2_2 | 2 |
| o21ai_0 | 6 |
| a211oi_1 | 13 |
| inv_1 | 2 |
| xor2_1 | 7 |
| clkbuf_1 | 10 |
| and3_1 | 4 |
| or4_1 | 5 |
| nand2_1 | 6 |
| xnor2_1 | 7 |
## per-layer routing
layer | share of wire (%) | vias up
li1 | - | 633
met3 | 3.8 | 2
met1 | 52 | 564
met2 | 44 | 25
met5 | 0 | -
met4 | 0.20 | 0
## logic make-up (layout without fill, tap and decap cells)
family,count (synthesis),in the layout,synth area share (%)
compound gates,30,30,14.41
xor+xnor,14,14,8.507
fa+ha+maj,1,1,0.8679
buf+inv,12,9,3.125
flops,28,28,38.89
simple gates,79,79,34.20
## final cells by class
class                   count  share of cell area (%)
multi-input cells         124                   53.58
flip-flops and latches     28                   35.67
well taps                  52                   4.140
clock buffers               3                   2.627
clock inverters             1                   1.911
repair buffers              3                   1.592
inverters                   2                  0.4777
## worst max-delay path, cell delays in order (launching register included)
cell      delay, ns
dfxtp_1        0.38
ha_1           0.23
nand3_1        0.20
or4_4          0.56
or4_1          0.48
a211oi_1       0.24
## power groups by stage
stage | clock [W] | sequential, W | combinational, W
final | 0.000172 | 0.000214 | 0.000000000357
after CTS | 0.000175 | 0.000214 | 0.000000000357
after global routing | 0.000183 | 0.000214 | 0.000000000357
Power figures rest on the tool's default switching activity, not on a simulated workload.
