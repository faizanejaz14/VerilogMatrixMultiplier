===== flow/design.v =====
`timescale 1ns / 1ps
module TM_matrix_multiplication(input clk, rst, write_A_TX, write_B_TX, rx_data,
											output reg complete,
											output written_completed_A, written_completed_B,
											output tx_data
											);
  integer _i;  
  parameter row = 10, column = 10;
  reg read_A; 
  reg [31:0] read_address_A;
  wire [7:0] data_A;
  UART_to_MEM #(.row(row), .column(column)) A(.clk(clk), .rst(rst), .rx_data(rx_data), .read_A(read_A), .write_A_TX(write_A_TX), .read_address_A(read_address_A),
					.written_completed(written_completed_A), .data_A(data_A));
  reg read_B; 
  reg [31:0] read_address_B;
  wire [7:0] data_B;
  UART_to_MEM #(.row(row), .column(column)) B(.clk(clk), .rst(rst), .rx_data(rx_data), .read_A(read_B), .write_A_TX(write_B_TX), .read_address_A(read_address_B),
					.written_completed(written_completed_B), .data_A(data_B));
  reg write_R, read_R_mat;
  reg [31:0] write_address_R, read_address_R;
  wire [15:0] write_value_R;
  newMEM_to_TX #(.row(row), .column(column)) R(.clk(clk), .rst(rst), .read_R_mat(read_R_mat), .write_R(write_R), .write_address_R(write_address_R),
						.write_value_R(write_value_R), .tx_data(tx_data));
  parameter IDLE = 0, START = 2, LOAD_VAL = 3, MAC = 4, STORE = 5, DONE = 6;
  reg [2:0] next_state, state;
  parameter total_elements = 2*2;
  reg [31:0] i, j, k;
  reg [31:0] write_counter = 0;
  wire slow_clk;
  clk_div #(.DIV(1000)) oneHzclock (.clk(clk), .slow_clk(slow_clk));
  reg rst_MAC, MAC_acc, MAC_sum;
  mac _mac (.clk(slow_clk), .rst(rst_MAC), .sum(MAC_sum), .acc(MAC_acc), .a(data_A), .b(data_B), .c(write_value_R)); 
  initial begin
	rst_MAC <= 1'b0;
	MAC_acc <= 1'b0;
	MAC_sum <= 1'b0;
	state <= IDLE;
  end
  always @ (posedge slow_clk or posedge rst) begin
    if (rst) state <= IDLE;
    else state <= next_state;
  end
  always @ (*) begin
    next_state = state;
    case (state)
      IDLE: if (written_completed_A && written_completed_B) next_state = START;  
      START: next_state = LOAD_VAL;
      LOAD_VAL: begin
        if (i >= row) next_state = DONE;
        else next_state = MAC;
      end
      MAC: begin
        if (k == column - 1) next_state = STORE;
        else next_state = LOAD_VAL;
      end
      STORE: next_state = LOAD_VAL;
      DONE: if (rst) next_state = IDLE;
      default: next_state = state;
    endcase
  end
  always @ (posedge slow_clk) begin  
    rst_MAC <= 1'b0;
    MAC_acc <= 1'b0;
    write_R <= 1'b0;
    read_A <= 1'b0;
    read_B <= 1'b0;
    MAC_sum <= 1'b0;
	 read_R_mat <= 1'b0;
    case (state)
      IDLE: begin
          write_counter <= 1'b0;
			 complete <= 1'b0;
      end
      START: begin
        i <= 0;
        j <= 0;
        k <= 0;
        rst_MAC <= 1'b1;
      end
      LOAD_VAL: begin
        read_address_A <= row*i + k;  
        read_A <= 1'b1;
        read_address_B <= row*k + j;  
        read_B <= 1'b1;
        MAC_sum <= 1'b1;
      end
      MAC: begin
        k <= k + 1;
        if (k == column - 1)
          MAC_acc <= 1'b1;
      end
      STORE: begin
        write_address_R <= row*i + j;
        write_R <= 1'b1;
        k <= 3'b0;
        rst_MAC <= 1'b1;
        if (j == column - 1) begin
          j <= 3'b0;
          i <= i + 1;
        end
        else j <= j + 1;
      end
      DONE: begin
		  read_R_mat <= 1'b1;
        complete <= 1'b1;
      end
      default: begin
        rst_MAC <= 1'b0;
	     MAC_acc <= 1'b0;
		  write_R <= 1'b0;
      end
    endcase
  end
endmodule
module mac(input clk, rst, sum, acc,
           input [7:0] a, b,
           output reg [15:0] c);  
  reg [15:0] temp;
  always @ (posedge clk or posedge rst) begin
    if (rst) temp <= 0;
    else if (acc) c <= temp;
    else if (sum) temp <= temp + a*b;
    else temp <= temp;
  end
endmodule

===== flow/run.sh =====
#!/bin/bash
# OpenROAD 26Q1-2900-gdf79404cd8, Yosys 0.63+post, stock flow scripts
make -C /OpenROAD-flow-scripts/flow DESIGN_CONFIG=/design/flow/config.mk WORK_HOME=/design/flow/orfs finish

===== flow/config.mk =====
export PLATFORM = sky130hd
export DESIGN_NAME = mac
export DESIGN_NICKNAME = mac
export VERILOG_FILES = /design/flow/design.v
export SDC_FILE = /design/flow/constraint.sdc
export NUM_CORES = 4
export LEC_CHECK = 1
export CORE_UTILIZATION = 30

===== flow/constraint.sdc =====
current_design mac

set clk_period 6.2
set clk_io_pct 0.2

create_clock -name clk0 -period $clk_period [get_ports {clk}]

set non_clock_inputs [all_inputs -no_clocks]
set_input_delay [expr $clk_period * $clk_io_pct] -clock clk0 $non_clock_inputs
set_output_delay [expr $clk_period * $clk_io_pct] -clock clk0 [all_outputs]

==> results.yml <==
# synthesis and place-and-route metrics
synthesis:
  logic_family: "adder cells"
  synth.distinct_cells: 35
  ys_cells: 377
  synthFlopType: "edfxtp_1"
  top_cell_area_share_pct: 28.1
  top_cell: "inv_1"
  synth_seq_share_pct: 24.7
  top_area_cell: "fa_1"
  yosys.area_share.aoi_pct: 7.12
  syn_avg_cell_area_sq_um: 9.47
  synthesis.area_sq_um: 3570
  xor_share_pct: 1.96
  async_flop_share_pct: 50.0
  syn_inst: 377
  synthAdderAreaFrac_pct: 40.3
  simple_gate_area_share_pct: 14.9
  top_cells_by_area: "fa_1, edfxtp_1, ha_1"
  mux_share_pct: 0
  common_cells: "inv_1, fa_1, nand2_1"
  yosys_warnings: 1
  edf_count: 16
  ys_ff: 32
  yosys_area_sq_um: 3570
floorplan:
  core.rowCount: 39
  die-area_sq_um: 12300
  io_pins: 36
  die_w_um: 111
  die_h_um: 111
  fp_util_pct: 31.0
  core_area_sq_um: 11500
detailed_routing:
  drtAntennaViolNets: 0
  vias: 2533
  viasPerCell: 4.52
  wirelength_um: 6530
  wl_per_cell_um: 11.6
  diodes: 0
  dr.pass1.iters: 23
  drt-initial-drc-count: 80
  drc: 0
grt:
  track_usage_pct: 12.1
  grt_max_degree: 24
  grt_pass1_vias: 2477
  grt-ovfl-total: 0
  grt_antenna_before_repair: 0
  grt_first_pass_wirelength_um: 11600
final_timing:
  fin_skew_ns: 0.00285
  max_freq_mhz: 173
  period_needed_ns: 5.78
  maxSlewViolCount: 0
  period_used_pct: 93.2
  setup_viol_count_final: 0
  hold_viol_final: 0
  worst_pin_slew_ns: 0.900
  slew-limit-headroom_pct: 39.9
  rsz0062_at_grt: "no"
  worst_slack_ns: 0.424
  setup_tns_ns: 0
  timing.hold.ws_ns: 0.447
flow_run:
  max_cap_violations: 0
  tool_warnings: 25
clocking:
  htree_levels: 2
  cts_sinks: 32
  clock_latency_ns: 0.27
  hold_buffers: 0
  cts_root_buffer: "clkbuf_16"
  clk_path_buf_depth: 2
  clk_pin_slew_worst_paths_ns: 0.05
  cts_tree: "built"
  post_cts_resized: 0
  numCtsBuffers: 5
  cts_setup_buffers: 0
layout:
  syn2layout_area_growth_pct: 19.4
  fillers: 1166
  final_layout_size_suffix_gt1_share_pct: 2.87
  layout.cells.non_filler: 561
setup_path:
  cp-start-kind: "input pin"
  required_ns: 6.40
  critical_path_class: "in -> reg"
  cp-end-kind: "flop"
  crit_fanout: 8
  path_common_cell: "fa_1"
  r2r_cells: 15
  r2r_slack_ns: 1.85
  path_cells: "clkdlybuf4s50_1 > nand2_1 > fa_1 > inv_1 > fa_1 > fa_1 > inv_1 > fa_1 > inv_1 > ha_1 > a21o_1 > or3_1 > o21a_1 > or4_1 > a21oi_1 > xor2_1"
  slowest_delay_ns: 0.63
  cpMaxStageDelayCell: "clkdlybuf4s50_1"
  cp.arrival_ns: 5.97
min_path:
  hold_path_depth: 0
  hold_class: "reg -> reg"
placement:
  io_buffer_count: 35
  dp_hpwl_um: 5700
  dp_cells: 554
  pre_cts_ws_ns: 0.128
  routabilityCongestion: 0.907
power:
  finalPower_uw: 2080
  power.density_nw_per_um2: 487
  max-vdd-ir-drop_v: 0.000251
  p_leak_uw: 0.00211
run_status:
  status: "completed"
==> cell families (layout without fill, tap and decap cells) <==
family | Yosys count | after routing
buffers and inverters | 104 | 145
AND/OR/NAND/NOR | 107 | 107
XOR/XNOR | 8 | 8
AND-OR/OR-AND | 41 | 41
flip-flops | 32 | 32
adder cells (fa/ha/maj) | 85 | 85
==> sequential cells by signal, indices dropped and copies added (netlist names) <==
register  cells
temp         16
c            16
==> cells in the final DEF (no fill, tap or decap), drive strengths merged, types with 3 or more instances in the layout <==
cell type      instances
fa                    50
nand2                 49
edfxtp                16
nor2b                  5
xor2                   3
dfrtp                 16
inv                   99
o21ai                 15
a21oi                  9
and2                  34
ha                    35
buf                    4
a21o                   4
nor2                   5
xnor2                  5
clkbuf                 7
nand4                  3
clkdlybuf4s50         35
==> final cells by class <==
cell class / instances / area (sq um) / share of cell area, %
inverter: 99 / 372 / 8.72
clock buffer: 7 / 153 / 3.58
tap: 143 / 179 / 4.20
multi-input combinational: 241 / 2300 / 53.9
timing repair buffer: 39 / 380 / 8.93
sequential: 32 / 881 / 20.7
==> per-stage QoR <==
step | util (%) | instance area, sq um
after floorplan | - | 3570
after global placement | 35.7 | 4110
after CTS | 37.0 | 4260
final | 37.0 | 4260
after detailed placement | 35.7 | 4110
after global routing | 37.0 | 4260
==> routing by layer <==
layer,share of wire [%],global-route usage (%),routed length (um),up-vias
li1,-,-,-,1237
met5,0,0,0,-
met1,46,18.9,3010,1234
met4,0.51,0.811,33,0
met2,46,17.9,3010,60
met3,7.2,3.85,468,2
==> final timing paths <==
check                        start  endpoint
max                           b[2]  temp[15]
min                        temp[1]      c[1]
max reg2reg                temp[6]  temp[15]
min reg2reg                temp[1]      c[1]
max in group asynchronous      rst   temp[0]
min in group asynchronous      rst  temp[13]
==> where the power goes <==
group	switching [uW]	internal, uW
registers	44.3	308
clock network	78.4	168
logic	818	660
==> worst max-delay path: cells and delay by family <==
kind | cells | cell delay, ns
fa+ha+maj | 5 | 2.31
compound gates | 3 | 0.57
buf+inv | 4 | 0.77
xor+xnor | 1 | 0.15
simple gates | 3 | 0.92
No activity file was given, so power comes from the tool's default toggle rates.
